### ./run.sh
#!/bin/bash
# OpenROAD 26Q1-2900-gdf79404cd8, Yosys 0.63+post, stock flow scripts
make -C /OpenROAD-flow-scripts/flow DESIGN_CONFIG=/design/flow/config.mk WORK_HOME=/design/flow/orfs finish
### ./config.mk
export PLATFORM = sky130hd
export DESIGN_NAME = scanlight_fast
export DESIGN_NICKNAME = scanlight_fast
export VERILOG_FILES = /design/flow/design.v
export SDC_FILE = /design/flow/constraint.sdc
export NUM_CORES = 4
export LEC_CHECK = 1
export CORE_UTILIZATION = 30
### ./constraint.sdc
current_design scanlight_fast

set clk_period 2.7
set clk_io_pct 0.2

create_clock -name clk0 -period $clk_period [get_ports {CLOCK_50}]

set non_clock_inputs [all_inputs -no_clocks]
set_input_delay [expr $clk_period * $clk_io_pct] -clock clk0 $non_clock_inputs
set_output_delay [expr $clk_period * $clk_io_pct] -clock clk0 [all_outputs]
### ./design.v
module scanlight_fast (
    input en,
    input CLOCK_50,
    output reg[4:0] row,
    output reg[6:0] column
);
reg[25:0] count; 
wire[7:0] wire_column;
always @(*) begin
    column <= wire_column[6:0];
end
decode_3t8 decode_3t8_column(
    .en(en),
    .a(count[16:14]),
    .b(wire_column)
);
reg[3:0] count_row;  
always @(negedge count[16]) begin
    if(count_row > 4'd4)
        count_row <= 4'd0;
    else count_row <= count_row + 1;
end
wire[7:0] wire_row;
decode_3t8 decode_3t8_row(
    .en(en),
    .a(count_row),
    .b(wire_row)
);
always @(*) begin
    row <= wire_row[4:0];
end
always @(posedge CLOCK_50) begin
    if(en == 0) begin
        count <= 0;
    end
    else count <= count + 1;
end
endmodule
module decode_3t8 (
    input en,
    input wire[2:0] a,
    output reg[7:0] b
);
always @(*) begin
    if(en==0) b <= 8'd0;
    else begin
    case (a)
        3'd0 : b <= 8'b0000_0001;
        3'd1 : b <= 8'b0000_0010;
        3'd2 : b <= 8'b0000_0100;
        3'd3 : b <= 8'b0000_1000;
        3'd4 : b <= 8'b0001_0000;
        3'd5 : b <= 8'b0010_0000;
        3'd6 : b <= 8'b0100_0000;
        3'd7 : b <= 8'b1000_0000;
    endcase
    end
end
endmodule
==> flow_summary_export.csv <==
group,metric,value,unit
cts,cts_root_buffer,"clkbuf_8",
logic_synthesis,synth.area.top_cells,"dfxtp_1, and2_1, xor2_1, nand4_4, ha_1",
job,tool_warnings,26,
cts,clkLatencyLatePin,0.26,ns
setup_path,path_max_fanout,21,
global_route,grt_pass1_wl,4.09,mm
cts,clk_pin_slew_worst_paths,0.08,ns
global_route,grt_use_met3,0.00584,
logic_synthesis,top_area_cell,"dfxtp_1",
cts,hold_buffers,0,
floorplan,fp_util,0.316,
global_route,grt_use_met1,0.151,
sta,unconstrained_endpoints,9,
placement,port-buffer-count,13,
final_layout,syn_to_final_growth,19.5,%
sta,min_period,2.36,ns
min_path,hold_path.class,"reg -> reg",
logic_synthesis,synth_top_area_share,0.477,
logic_synthesis,synthesis.area,1390,um2
pwr,p_per_area,416,nW/um2
outcome,status,"finished, final reports clean",
logic_synthesis,ys_types,30,
cts,clk_path_buf_depth,2,
logic_synthesis,syn_area_per_cell,9.90,um2
logic_synthesis,postSynthCellCount,140,
floorplan,io_pins,14,
floorplan,chipArea,4900,um2
setup_path,r2r_setup_slack,0.73,ns
setup_path,rr_startpoint,"count[0]$_SDFF_PN0_",
final_layout,drive_gt1_frac,0.0833,
drt,drt-total-wl,2.17,mm
logic_synthesis,ys.flop_type,"dfxtp_1",
sta,tns,0,ns
floorplan,num_rows,24,
setup_path,critical_path_required,2.16,ns
drt,diodes,0,
setup_path,arrival,1.82,ns
sta,unclocked_regs,9,
logic_synthesis,synth-area-yosys,1390,um2
setup_path,rr_worst_depth,5,
min_path,hold_end,"count[0]$_SDFF_PN0_",
cts,htreeDepth,1,
drt,drtIter0Drc,35,
cts,cts_tree,"yes",
sta,max_freq,423,MHz
sta,hold_viol_final,0,
floorplan,core,4380,um2
floorplan,fp.dieW,70.0,um
pwr,ir_worst_vdd,264,uV
sta,finClkSkew,0.00100,ns
global_route,antenna_found_initial,0,
drt,vias,953,
logic_synthesis,yosys_cells,140,
sta,slew_headroom,0.624,
global_route,grt_usage,0.0980,
global_route,grt_start_max_net_pins,22,
global_route,grt_overflow,0,
logic_synthesis,yosys_warnings,3,
cts,ctsResizeCount,0,
job,cap_violations,0,
cts,post_cts.repair.setup_buffers,0,
logic_synthesis,ys_seq_share,0.477,
setup_path,critPathKind,"in -> out",
placement,hpwlAfterDp,1.60,mm
logic_synthesis,edf_count,0,
sta,setup_viol,0,
sta,rsz0062_at_grt,"false",
placement,gp_congestion,0.761,
floorplan,die_h,70.0,um
global_route,grt_pass1_vias,936,
drt,drt_first_pass_iters,2,
drt,via_per_inst,4.58,
min_path,whs_path_depth,1,
placement,place_area,1590,um2
logic_synthesis,ys.flops,33,
cts,cts-buffers-inserted,3,
pwr,total_power,0.690,mW
sta,max_slew.worst_pin.slew,0.549,ns
global_route,met2_usage,0.158,
drt,ant_nets,0,
logic_synthesis,async_flop_share,0,
global_route,grt-busiest-layer,"met2",
pwr,p_leak,0.658,nW
final_layout,design_area,1660,um2
sta,maxSlewViolCount,0,
sta,period_used_share,0.876,
setup_path,cp-end-kind,"output pin",
setup_path,cp-start-kind,"input pin",
min_path,min_from,"count[0]$_SDFF_PN0_",
drt,route.detailed.drc,0,
drt,detail_route.wl_per_cell,10.4,um
-- power by group --
part	switching, mW	internal (mW)	leakage, nW	total (mW)
Combinational	0.00846	0.00960	0.354	0.0181
Clock	0.112	0.198	0.0357	0.310
Sequential	0.00400	0.357	0.268	0.361
Total	0.125	0.565	0.658	0.690
-- per-layer routing --
metal  vias to the layer above  routed length [um]  part of all wire
li1                        503                   -                 -
met4                         0                  27             0.012
met1                       443                1140              0.53
met5                         -                   0                 0
met2                         5                 982              0.45
met3                         2                  18            0.0083
-- worst max-delay path, cell delays in order --
cell and delay [ns]:
clkdlybuf4s50_1 0.47, buf_4 0.21, and2_1 0.15, clkdlybuf4s50_1 0.45
-- area by class of cell --
type	count	area (um2)
inverters	8	30.0
clock inverters	1	30.0
fillers	442	2730
flip-flops and latches	33	661
clock buffers	3	41.3
well taps	52	65.1
multi-input cells	96	684
repair buffers	15	145
-- cell usage after synthesis, types with 2 or more instances --
master / instances
nor2_1: 5
nor3_1: 6
or3_1: 2
xnor2_1: 3
and3b_1: 3
nand3_1: 5
nor4_1: 2
a21boi_0: 3
nand4_1: 3
inv_1: 8
nand2_1: 7
nor3b_1: 3
xor2_1: 6
ha_1: 3
nand2b_1: 4
dfxtp_1: 33
and2_1: 22
clkbuf_1: 3
nand4_4: 2
o21ai_0: 3
nor4_2: 3
mux2i_1: 3
-- cells in the final DEF (no fill, tap or decap) --
cell	n
dfxtp_1	33
and2_1	22
clkdlybuf4s50_1	13
inv_1	8
nand2_1	7
nor3_1	6
xor2_1	6
nor2_1	5
nand3_1	5
nand2b_1	4
nand4_1	3
nor4_2	3
mux2i_1	3
and3b_1	3
nor3b_1	3
xnor2_1	3
o21ai_0	3
a21boi_0	3
ha_1	3
clkbuf_8	3
nor4_1	2
nand4_4	2
or3_1	2
buf_4	2
a211oi_1	1
nand3b_1	1
a21oi_1	1
a21o_1	1
and3_1	1
nand3_4	1
or3_2	1
nor2b_1	1
bufinv_16	1
-- cell families after synthesis --
logic type	count (synthesis)	share of synthesized area
compound gates	9	0.0415
xor+xnor	9	0.0569
fa+ha+maj	3	0.0271
buf+inv	11	0.0298
flops	33	0.477
mux	3	0.0217
simple gates	72	0.347
-- how the worst max path moves through the flow --
stage                 endpoint  start  slack [ns]
after CTS               row[1]     en        0.32
after global routing    row[0]     en        0.27
final                   row[1]     en        0.34
-- metrics by stage --
stage | instances | utilization | setup WS [ns] | hold WS, ns
global route | 208 | 0.378 | 0.273 | 0.520
CTS | 208 | 0.378 | 0.320 | 0.488
finish | 208 | 0.378 | 0.335 | 0.484
floorplan | 140 | - | 0.994 | 0.437
detailed placement | 204 | 0.362 | 0.318 | 0.469
global placement | 204 | 0.362 | 0.338 | 0.449
Power and IR drop assume default switching activity.
